### ./design.v
`timescale 1ns / 1ps
module flash_io(
    input CLK,
    input ENABLE,
    input WS,
    input RS,
    inout [7:0] DATA,
	 input SI,
	 output SO,
	 output FCK
    );
	reg [7:0] OSREG = 0;
	reg [7:0] ISREG = 0;
	reg FCLK = 1;
	reg [4:0] i = 0;
	assign DATA = (RS) ? ISREG : 8'hzz;
	assign SO = (ENABLE) ? OSREG[7] : 1'bz;
	assign FCK = (ENABLE) ? FCLK : 1'bz;
	always @(posedge CLK) begin
		if (i == 0) begin
			if (WS) begin 
				OSREG <= DATA;
				FCLK <= 0;
				i <= 1;
			end
		end
		else if (i[0]) begin
			FCLK <= 1;
			i <= i+1;
		end
		else begin
			OSREG <= {OSREG[6:0], 1'b0};
			ISREG <= {ISREG[6:0], SI}; 
			if (i == 16) begin
				i <= 0;
			end
			else begin
				FCLK <= 0;
				i <= i+1;
			end
		end
	end
endmodule
### ./run.sh
#!/bin/bash
# OpenROAD 26Q1-2900-gdf79404cd8, Yosys 0.63+post, stock flow scripts
make -C /OpenROAD-flow-scripts/flow DESIGN_CONFIG=/design/flow/config.mk WORK_HOME=/design/flow/orfs finish
### ./config.mk
export PLATFORM = sky130hd
export DESIGN_NAME = flash_io
export DESIGN_NICKNAME = flash_io
export VERILOG_FILES = /design/flow/design.v
export SDC_FILE = /design/flow/constraint.sdc
export NUM_CORES = 4
export LEC_CHECK = 1
export CORE_AREA = 10 10 102 102
export DIE_AREA = 0 0 112 112
### ./constraint.sdc
current_design flash_io

set clk_period 2.5
set clk_io_pct 0.2

create_clock -name clk0 -period $clk_period [get_ports {CLK}]

set non_clock_inputs [all_inputs -no_clocks]
set_input_delay [expr $clk_period * $clk_io_pct] -clock clk0 $non_clock_inputs
set_output_delay [expr $clk_period * $clk_io_pct] -clock clk0 [all_outputs]
==> out/qor.csv <==
stage,metric,value,unit
place,place_hpwl,1090,µm
synth,top_area_cell,edfxtp_1,
synth,yosysUniqueCellTypes,21,
synth,topCellsByArea,"edfxtp_1 70%, mux2_1 4.8%, mux2_2 3.6%",
floorplanning,num_rows,33,
synth,ys_warn_count,4,
synth,synth_top_area_share,0.702,
outcome,lastStage,4_1_cts,
cts,root_buffer,clkbuf_8,
place,post-place-ws,547,ps
synth,yosys_area,941,µm²
synth,syn_inst,57,
floorplanning,io_pins,15,
place,io_buffers,4,
cts,htreeDepth,1,
floorplanning,die_h,112,µm
cts,cts_num_sinks,22,
cts,cts_buffers,3,
place,dp.cells,167,
synth,ys.flops,22,
floorplanning,die_w,112,µm
synth,yosys_cells,57,
cts,cts_buffer_depth,2,
cts,cts_resized,0,
synth,syn_area,941,µm²
outcome,status,aborted with a tool error,
place,gp_congestion,0.758,
floorplanning,fp_util,0.115,
synth,ys_seq_share,0.702,
synth,syn_avg_cell_area,16.5,µm²
cts,cts_setup_buffers,0,
outcome,error_line,"[error] [KeplerFormal.cpp:679] Workflow failed: Iso has multiple drivers: .DATA0, DATA[0]$_DFFE_PP_.Q0",
cts,holdBufCountCts,0,
## per-stage QoR
stage / hold WS, ps / power (W) / cell area (µm²)
2_1_floorplan: 417 / 0.00104 / 941
3_3_place_gp: 473 / 0.00120 / 1120
3_5_place_dp: 469 / 0.00120 / 1120
## synthesized netlist by cell type
master    count
edfxtp_1     22
mux2_1        4
inv_1         3
mux2_2        3
nand2b_1      3
a21oi_1       2
ha_1          2
mux2i_1       2
nand2_1       2
nor2_1        2
o21ai_0       2
a211oi_1      1
a21o_1        1
and2_1        1
and4_1        1
buf_6         1
nand3_1       1
nor2_2        1
nor2b_1       1
nor4b_4       1
xnor2_1       1
## kinds of logic after synthesis
group	synth area share
mux	0.105
flops	0.702
xor+xnor	0.00931
compound gates	0.0372
simple gates	0.0958
buf+inv	0.0239
fa+ha+maj	0.0266
No activity file was given, so power comes from the tool's default toggle rates.
