<file path="design/flow/design.v">
`timescale 1ns / 1ps
module serial_io(
    input CLK,
    input WS,
    input RS,
    inout [7:0] DATA,
	 input SI,
	 output SO,
	 output reg FCK,
	 output reg BUSY
    );
	reg [7:0] OSREG = 0;
	reg [7:0] ISREG = 0;
	reg [5:0] i = 0;
	assign DATA = (RS) ? ISREG : 8'hzz;
	assign SO = OSREG[7];
	always @(posedge CLK) begin
		if (i == 0) begin
			if (WS) begin 
				OSREG <= DATA;
				FCK <= 0;
				BUSY <= 1;
				i <= 1;
			end
			else begin
				FCK <= 1;
				BUSY <= 0;
			end
		end
		else if (i[1:0] == 2'b10) begin
			FCK <= 1;
			i <= i+1;
		end
		else if (i[1:0] == 2'b00) begin
			OSREG <= {OSREG[6:0], 1'b0};
			ISREG <= {ISREG[6:0], SI}; 
			if (i == 32) begin
				i <= 0;
			end else begin
				FCK <= 0;
				i <= i+1;
			end
		end else begin
			i <= i+1;
		end
	end
endmodule
</file>
<file path="design/flow/constraint.sdc">
current_design serial_io

set clk_period 4.3
set clk_io_pct 0.2

create_clock -name clk0 -period $clk_period [get_ports {CLK}]

set non_clock_inputs [all_inputs -no_clocks]
set_input_delay [expr $clk_period * $clk_io_pct] -clock clk0 $non_clock_inputs
set_output_delay [expr $clk_period * $clk_io_pct] -clock clk0 [all_outputs]
</file>
<file path="design/flow/config.mk">
export PLATFORM = sky130hd
export DESIGN_NAME = serial_io
export DESIGN_NICKNAME = serial_io
export VERILOG_FILES = /design/flow/design.v
export SDC_FILE = /design/flow/constraint.sdc
export NUM_CORES = 4
export LEC_CHECK = 1
export CORE_AREA = 10 10 85 85
export DIE_AREA = 0 0 95 95
</file>
<file path="design/flow/run.sh">
#!/bin/bash
# OpenROAD 26Q1-2900-gdf79404cd8, Yosys 0.63+post, stock flow scripts
make -C /OpenROAD-flow-scripts/flow DESIGN_CONFIG=/design/flow/config.mk WORK_HOME=/design/flow/orfs finish
</file>
==> flow_summary.rst <==
Flow metrics
------------

.. list-table::
   :header-rows: 1

   * - Metric
     - Value
   * - Result of the run
     - did not finish
   * - Last flow stage reached
     - clock tree synthesis (4_1_cts)
   * - Tool error
     - [error] [KeplerFormal.cpp:679] Workflow failed: Iso has multiple drivers: .DATA0, DATA[0]$_DFFE_PP_.Q0
   * - Count of buffers added by post-CTS timing repair for setup
     - 0
   * - Number of cells in the design after placement
     - 139
   * - Per-instance average area after synthesis
     - 16.2 um^2
   * - Detailed placer's ending HPWL
     - 1170 um
   * - Flip-flop and latch count after synthesis
     - 24
   * - Cell type with the largest total area after synthesis
     - sky130_fd_sc_hd__edfxtp_1
   * - Distinct lib cells
     - 21
   * - Clock sinks
     - 24
   * - Synth Cell Area
     - 1020 um^2
   * - Area fraction of the dominant cell type after synthesis
     - a little over two thirds
   * - PortBufs
     - 5
   * - Horizontal die dimension
     - between 90 and 100 um
   * - Number of hold buffers added after CTS
     - 0
   * - CTS H-tree lvls
     - 1
   * - Number of synthesis warnings
     - 2
   * - Cell resize tally after clock tree synthesis
     - 0
   * - Chip area line of the yosys report
     - between 1000 and 1500 um^2
   * - FP Core Util
     - a little under a fifth
   * - Largest buffer count on any clock path
     - 2
   * - Pre-CTS setup slack
     - roughly 1.9 ns
   * - Number of cell instances after yosys synthesis
     - around 63
   * - Number of primary I/O pins
     - 15
   * - Total number of placement rows
     - 27
   * - Ranking of synthesized cells by area
     - sky130_fd_sc_hd__edfxtp_1 (70%), sky130_fd_sc_hd__mux2_2 (7.7%), sky130_fd_sc_hd__ha_1 (3.7%)
   * - Share of the yosys chip area belonging to registers
     - 70.4%
   * - Number of CTS-inserted buffers
     - 3
   * - Cell count after synthesis
     - 63
   * - Chip Height
     - 95 um
   * - Final weighted congestion in routability-driven placement
     - roughly 0.73
   * - Clock root buffer
     - sky130_fd_sc_hd__clkbuf_8
==> logic make-up after synthesis <==
logic type      share of synthesized area, %
compound gates                          4.03
xor+xnor                                2.57
fa+ha+maj                               3.67
buf+inv                                 2.69
flops                                   70.4
mux                                     7.70
simple gates                            8.92
==> stage by stage <==
step | instance area (um^2) | util (%)
after floorplan | 1020 | -
after detailed placement | 1150 | 21.1
after global placement | 1150 | 21.1
==> cell usage after synthesis (all sizes together) <==
cell type,number
or3,1
ha,3
mux2,7
a21oi,1
or4b,1
o221ai,1
nor3b,1
nand2,2
nor2b,1
o31ai,1
and2,2
nand2b,1
xnor2,3
nand3,3
o21ai,4
edfxtp,24
buf,2
nor2,2
inv,3
